$ cat design/flow/config.mk
export PLATFORM = sky130hd
export DESIGN_NAME = IntegerUnit
export DESIGN_NICKNAME = IntegerUnit
export VERILOG_FILES = /design/flow/design.v
export SDC_FILE = /design/flow/constraint.sdc
export NUM_CORES = 4
export LEC_CHECK = 1
export CORE_UTILIZATION = 30
$ cat design/flow/run.sh
#!/bin/bash
# OpenROAD 26Q1-2900-gdf79404cd8, Yosys 0.63+post, stock flow scripts
make -C /OpenROAD-flow-scripts/flow DESIGN_CONFIG=/design/flow/config.mk WORK_HOME=/design/flow/orfs finish
$ cat design/flow/constraint.sdc
current_design IntegerUnit

set clk_period 24.0
set clk_io_pct 0.2

create_clock -name clk0 -period $clk_period

set non_clock_inputs [all_inputs -no_clocks]
set_input_delay [expr $clk_period * $clk_io_pct] -clock clk0 $non_clock_inputs
set_output_delay [expr $clk_period * $clk_io_pct] -clock clk0 [all_outputs]
$ cat design/flow/design.v
interface rd_if #(
    parameter addr_w = 5,
    parameter data_w = 32
)();
wire [addr_w-1:0] Addr;
wire [data_w-1:0] Data;
wire              Enable;
wire              Valid;
modport to_mem (
    output Addr,
    input  Data,
    output Enable,
    input  Valid
);
modport from_mem (
    input  Addr,
    output Data,
    input  Enable,
    output Valid
);
endinterface
interface rf_drdw_intf #(
    parameter addr_w = 5,
    parameter data_w = 32
)();
wire [addr_w-1:0] Rd1Addr;
wire [addr_w-1:0] Rd2Addr;
wire [addr_w-1:0] Rs1Addr;
wire [addr_w-1:0] Rs2Addr;
wire [data_w-1:0] Rd1Data;
wire [data_w-1:0] Rd2Data;
wire [data_w-1:0] Rs1Data;
wire [data_w-1:0] Rs2Data;
modport to_rf (
    output Rd1Addr,
    output Rd2Addr,
    output Rs1Addr,
    output Rs2Addr,
    output Rd1Data,
    output Rd2Data,
    input  Rs1Data,
    input  Rs2Data
);
modport from_rf (
    input  Rd1Addr,
    input  Rd2Addr,
    input  Rs1Addr,
    input  Rs2Addr,
    input  Rd1Data,
    input  Rd2Data,
    output Rs1Data,
    output Rs2Data
);
endinterface
interface rf_drsw_intf #(
    parameter addr_w = 5,
    parameter data_w = 32
)();
wire [addr_w-1:0] RdAddr;
wire [addr_w-1:0] Rs1Addr;
wire [addr_w-1:0] Rs2Addr;
wire [data_w-1:0] RdData;
wire [data_w-1:0] Rs1Data;
wire [data_w-1:0] Rs2Data;
modport to_rf (
    output RdAddr,
    output Rs1Addr,
    output Rs2Addr,
    output RdData,
    input  Rs1Data,
    input  Rs2Data
);
modport from_rf (
    input  RdAddr,
    input  Rs1Addr,
    input  Rs2Addr,
    input  RdData,
    output Rs1Data,
    output Rs2Data
);
endinterface
interface tag_retire_if #(
    parameter tag_w = 6,
    parameter addr_w = 5
)();
wire [tag_w-1:0]  Tag;
wire [addr_w-1:0] Addr;
wire              Enable;
wire              Discard;
endinterface
interface wr_if #(
    parameter addr_w = 5,
    parameter data_w = 32
)();
wire [addr_w-1:0] Addr;
wire [data_w-1:0] Data;
wire              Enable;
modport to_mem (
    output Addr,
    output Data,
    output Enable
);
modport from_mem (
    input Addr,
    input Data,
    input Enable
);
endinterface
module ALUCell (
    input  InA,
    input  InB,
    input  CarryIn,
    input  FloodCarry,  
    input  Or,
    input  InvertA,
    input  InvertB,
    output CarryOut,
    output OutC
);
wire CondInvertA = InA ^ InvertA;
wire CondInvertB = InB ^ InvertB;
wire GateOR  = CondInvertA | CondInvertB;
wire GateAND = CondInvertA & CondInvertB & ~Or;
wire GateXOR = ~(GateAND|~GateOR);
assign CarryOut = (GateOR & CarryIn) | GateAND;
assign OutC     = GateXOR ^ (CarryIn | FloodCarry);
endmodule
module ArithmeticLogicUnit #(
    parameter width = 32
)(
    input  [width-1:0] InA,
    input  [width-1:0] InB,
    input              CarryIn,
    input              Or,
    input              FloodCarry,
    input              InvertA,
    input              InvertB,
    output             CarryOut,
    output [width-1:0] OutC
);
genvar i;
generate
    wire [width:0] AllCarries;
    assign AllCarries[0] = CarryIn;
    assign CarryOut = AllCarries[width];
    for(i=0;i<width;i=i+1) begin : gen_alu
        ALUCell alu_cell (
            .InA       (InA[i]),
            .InB       (InB[i]),
            .CarryIn   (AllCarries[i]),
            .FloodCarry(FloodCarry),
            .Or        (Or),
            .InvertA   (InvertA),
            .InvertB   (InvertB),
            .CarryOut  (AllCarries[i+1]),
            .OutC      (OutC[i])
        );
    end
endgenerate
endmodule
module IntegerUnit (
    input  [31:0] Rs1,
    input  [31:0] Rs2,
    input  [3:0]  CtrlALUOp,
    input         CtrlFlagInv,
    output [31:0] Rd,
    output        Flag
);
wire [1:0] ALUCat = CtrlALUOp[3:2];
wire [1:0] ALUSel = CtrlALUOp[1:0];
typedef enum bit[1:0] {
    ALUBT,
    ALUAS,
    ALUSH,
    ALUFL
} LookupALUOPCategory;
typedef enum bit[1:0] {
    ALU_NOP,
    BTXOR,
    BTOR,
    BTAND
} LookupBitwiseALUOP;
typedef enum bit[1:0] {
    AFSUBS,
    AFADD,
    AFSUBU,
    AFEQU
} LookupArithALUOP;
typedef enum bit[1:0] {
    SHSLL,
    SH_BAD_SHIFT,
    SHSRL,
    SHSRA
} LookupShiftALUOP;
typedef enum bit[1:0] {
    PCINC,
    PCBRCH,
    PCJREG,
    PCJIMM
} LookupPCWriteMode;
typedef enum bit[1:0] {
    LSN,
    LSW,
    LSH,
    LSB
} LookupLSUWidth;
typedef enum bit {
    LO,
    HI
} LookupSingleBit;
wire InvertA     = ALUSel[0] & ALUSel[1];
wire InvertB     = ALUSel[0] ^ ALUCat[0];
wire CarryIn     = ALUSel[0] ^ ALUCat[0];
wire Or          = ALUSel[1] & ~ALUCat[0];
wire FloodCarry  = ALUSel[0] & (ALUSel[1]|~ALUCat[0]);
wire [31:0] OutC;
wire        CarryOut;
ArithmeticLogicUnit #(.width(32))
integer_core_alu (
    .InA       (Rs1),
    .InB       (Rs2),
    .CarryIn   (CarryIn),
    .Or        (Or),
    .FloodCarry(FloodCarry),
    .InvertA   (InvertA),
    .InvertB   (InvertB),
    .CarryOut  (CarryOut),
    .OutC      (OutC)
);
wire SignedCheck   = (ALUSel == AFSUBS);
wire EqualityCheck = (ALUSel == AFEQU);
wire IsZero = ~|OutC;
wire DiffSigns = SignedCheck & (Rs1[31] ^ Rs2[31]);
wire Rs1GreaterEqualRs2 = DiffSigns ? Rs2[31] : CarryOut;
wire SelectedFlag = EqualityCheck ? IsZero : ~Rs1GreaterEqualRs2;
assign Flag = SelectedFlag ^ CtrlFlagInv;
assign Rd = ALUCat[1] ? {31'b0,Flag} : OutC;
endmodule
==> impl_metrics.tcl <==
# place-and-route summary
set metrics [dict create \
    status "complete, no violations" \
    worst-slew-pin-transition_ns 0.8475 \
    number_of_routed_nets_with_antenna_violations 0 \
    xor_area_share_pct 9.548 \
    yosysSeqAreaShare_pct 0 \
    drc 0 \
    worst_ep_required_time_ns 19.20 \
    vias_per_cell 6.257 \
    timing.setup.critical_path_class "in -> out" \
    synthCells 1283 \
    dpl_worst_slack_ns 7.679 \
    number_of_antenna_violations_at_the_first_check_in_global_routing 1 \
    synthesis.area_per_instance_um2 6.149 \
    total_chip_power_mw 0.2624 \
    num_antenna_cells 0 \
    top_logic_family "AND-OR/OR-AND gates" \
    initial_utilization_pct 30.97 \
    groute.usage.overall_pct 24.84 \
    power_density_mw_per_mm2 29.64 \
    hold_path.class "in -> out" \
    ys_cells 1283 \
    lay_top_count "sky130_fd_sc_hd__nor2_1" \
    layout_worst_path_cycle_share_pct 69.08 \
    wire_length_of_the_first_global_routing_pass_um 51630 \
    timing.max_cap.violations 0 \
    numPortBuffers 102 \
    synth_cell_types 104 \
    dieHeight_um 164.2 \
    totalWireLength_um 33770 \
    worst_path_max_fanout 47 \
    synth.cellmix.compoundShare_pct 41.76 \
    total_leakage_power_nw 3.094 \
    power.ir.vdd_worst_uv 11.47 \
    first_pass_iters 5 \
    cts_hold_repair.buffers 0 \
    timing.slew.headroom_pct 43.50 \
    syn-cell-area_mm2 0.007889 \
    gp_routability_congestion 0.9492 \
    placementRows 58 \
    critical_path_arrival_ns 11.78 \
    boundaryPins 102 \
    mux_share_pct 5.059 \
    clock.fmax_mhz 60.32 \
    final_cell_mix "sky130_fd_sc_hd__nor2_1 (155), sky130_fd_sc_hd__nand2_1 (125), sky130_fd_sc_hd__clkdlybuf4s50_1 (99)" \
    fin_setup_tns_ns 0 \
    critical_path_start_type "input pin" \
    maximum_number_of_pins_on_one_net_before_global_route_repair 65 \
    layout.clock_buffers 0 \
    ys_sh_adder_pct 0.9040 \
    critical_path.endpoint_type "primary output" \
    finalWorstPathRequiredPeriod_ns 16.58 \
    timing_hold_violations_final 0 \
    total_die_area_mm2 0.02695 \
    timing.final.max_slew_violations 0 \
    drt_first_iter_violations 1004 \
    placed_area_mm2 0.008851 \
    log.warning_count 32 \
    dieWidth_um 164.2 \
    wire_per_inst_um 21.16 \
    place.detailed.hpwl_um 23950 \
    flops 0 \
    post_cts.resized_instances 0 \
    first_global_vias 8981 \
    syn2layout_area_growth_pct 12.20 \
    grt_overflow_total 0 \
    final.setup.worst_slack_ns 7.422 \
    cts_setup_buffers 0 \
    setup_viol_count_final 0 \
    ys_area_mm2 0.007889 \
    synthSimpleGateAreaFrac_pct 33.13 \
    flop_area_um2 0 \
    design_area_mm2 0.008851 \
    yosys_warnings 0 \
    drive_above_1_share_pct 6.398 \
    rsz0062_at_grt "false" \
    route.vias.total 9986 \
    coreArea_mm2 0.02547 \
]
per-layer routing:
layer	share of wire (%)	vias to the layer above	GRT usage, %
met3	10	88	4.816
met1	42	4578	34.38
met2	44	537	38.72
met5	0	-	0
met4	3.6	0	7.702
li1	-	4783	-
per-stage QoR:
stage / hold slack [ns] / util (%) / std cells
after global routing: 10.61 / 34.75 / 1596
after global placement: 10.55 / 34.75 / 1596
after CTS: 10.56 / 34.75 / 1596
after floorplan: 9.629 / - / 1283
final: 10.57 / 34.75 / 1596
after detailed placement: 10.56 / 34.75 / 1596
power breakdown:
part	internal [mW]	leakage, nW	total (mW)	switching [mW]
Sequential	0	0	0	0
Clock	0	0	0	0
Combinational	0.105	3.09	0.262	0.157
cell usage after synthesis (all sizes together), types with 11 or more instances:
library cell / n / area [um^2]
inv: 26 / 97.59
nor2b: 26 / 165.2
or3: 11 / 73.82
and3: 14 / 87.58
nand2: 125 / 469.2
nand3: 28 / 145.1
nand3b: 12 / 90.09
o21ai: 73 / 365.3
o31ai: 17 / 132.6
buf: 59 / 340.3
clkbuf: 85 / 319.1
o221ai: 12 / 105.1
a211oi: 24 / 190.2
a31oi: 28 / 181.4
nor3: 36 / 185.2
and2: 17 / 108.9
a21oi: 93 / 469.2
xor2: 31 / 297.8
o211ai: 23 / 177.7
xnor2: 52 / 455.4
o22ai: 32 / 200.2
nand2b: 29 / 181.4
nor2: 156 / 588.1
a22oi: 12 / 90.09
mux2i: 33 / 342.8
nor4: 14 / 100.1
nand4: 15 / 108.9
worst paths after layout:
| check | startpoint | end | depth (start not counted) |
|---|---|---|---|
| setup / recovery | CtrlALUOp[1] | Rd[0] | 19 |
| hold / removal | CtrlALUOp[2] | Rd[31] | 5 |
cell type report:
| type | count | area, um^2 |
|---|---|---|
| fillers | 2716 | 16620 |
| multi-input cells | 1113 | 7139 |
| repair buffers | 127 | 1201 |
| well taps | 330 | 412.9 |
| inverters | 26 | 97.59 |
cell families after synthesis:
logic type	count (synthesis)
muxes	38
buffers and inverters	170
AOI/OAI and AO/OA	463
and+or+nand+nor	522
xor gates and xnor gates	83
adders and majority gates	7
critical path, cell delays in order:
cell	delay (ns)
sky130_fd_sc_hd__buf_4	0.48
sky130_fd_sc_hd__nand3b_1	0.57
sky130_fd_sc_hd__nand2_1	0.50
sky130_fd_sc_hd__a221oi_1	0.42
sky130_fd_sc_hd__nand4_1	0.45
sky130_fd_sc_hd__o2111a_1	0.45
sky130_fd_sc_hd__a211o_1	0.30
sky130_fd_sc_hd__o21ai_0	0.45
sky130_fd_sc_hd__nor2_1	0.11
sky130_fd_sc_hd__o21ai_0	0.32
sky130_fd_sc_hd__o21ai_0	0.14
sky130_fd_sc_hd__a311oi_1	0.58
sky130_fd_sc_hd__nand4_1	0.22
sky130_fd_sc_hd__nor4_1	0.28
sky130_fd_sc_hd__nand4_1	0.18
sky130_fd_sc_hd__o31ai_1	0.39
sky130_fd_sc_hd__nand4_1	0.24
sky130_fd_sc_hd__o311ai_1	0.34
sky130_fd_sc_hd__clkdlybuf4s50_1	0.51
Power figures rest on the tool's default switching activity, not on a simulated workload.
